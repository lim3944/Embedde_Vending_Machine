==> /design/flow/design.v <==
`timescale 1 ns / 1ps
module Edge_Detect 
     ( 
			RSTB  ,
			CLK   ,
			D_IN  ,
			D_OUT  
		  );
input			    RSTB  ;
input			    CLK   ;
input			    D_IN  ;
output			  D_OUT ;
reg         prev_data;
reg         D_OUT    ;
always @(posedge CLK or negedge RSTB ) begin
    if (~RSTB) begin
       D_OUT     <= 1'b0;
       prev_data <= 1'b0;
    end
    else begin
         prev_data <= D_IN;
         if ((~prev_data) & D_IN) begin
            D_OUT <= 1'b1;
         end
         else begin
         		D_OUT <= 1'b0;
         end
    end
end
endmodule
`timescale 1 ns / 100 ps
module Coffee_Vending_machine(
	Clock,
	nReset,
	Input_Money,
	Req_Change,
	Click_Black,
	Click_Cream,
	Click_Cream_Sugar,
	Money,
	Change,
	Coffee,
	Water,
	Cream,
	Sugar
	)		  ;
input		Clock;
input		nReset;
input 		Input_Money;
input		Req_Change;
input		Click_Black;
input		Click_Cream;
input		Click_Cream_Sugar;
output	[4:0]	Money;
output	[4:0]	Change;
output		Coffee;
output		Water;
output		Cream;
output		Sugar;
reg	[4:0]	Money;
reg	[4:0]	Change;
reg		Coffee;
reg		Water;
reg		Cream;
reg		Sugar;
reg	[1:0]	CurrST;
reg	[1:0]	NextST;
wire 		Click;
reg		  Busy;
wire		Busy_CH;
wire		Enable_Buy;
reg	[1:0]   Time;
reg [1:0]   Time_Click;
assign Click = Click_Black | Click_Cream | Click_Cream_Sugar;
assign Enable_Buy = (Money[4:0] >= 5'b0010)? 1'b1 : 1'b0;
assign Enable_CH =  (Money[4:0] != 5'b0000)? 1'b1 : 1'b0;
assign Busy_CH = 1'b0;
always@(CurrST or nReset or Input_Money or Req_Change or Click or Busy or Busy_CH or Enable_Buy or Enable_CH)
begin
	case (CurrST)
	  2'b00	: begin       
	               		if(~nReset)
	                	 begin
	               		     NextST = 2'b00;
	                	 end
	               	  	else if(Click && Enable_Buy)
	                  	 begin
	                    	     NextST = 2'b01;
                             Busy = 1'b1;
	                 	 end
	                 	else if(Req_Change && Enable_CH)
	                 	 begin
	                    	     NextST = 2'b10;
	                 	 end
	                 	else
	                 	  NextST = CurrST;
	                  end
	   2'b01	: begin    
	   			if(~nReset)
	                	 begin
	               		     NextST = 2'b00;
	                	 end
	                	else if(~Busy)
	                	 begin
	                	     NextST = 2'b00;
	                	 end
	                	else 
	                	 NextST = CurrST;
	                  end
	   2'b10	: begin     
	   			if(~nReset)
	                	 begin
	               		     NextST = 2'b00;
	                	 end
	                	else if(~Busy_CH)
	                	 begin
	                	     NextST = 2'b00;
	                	 end
	                	else 
	                	 NextST = CurrST;
	                  end
	   default	:begin
	   			NextST = 2'b00;
	   		 end
	 endcase
end
  always @(negedge nReset or posedge Clock)
  begin
    if (~nReset) 
      CurrST <= 2'b00;
    else 
     begin
          CurrST <= NextST;
     end
  end 
  always @(negedge nReset or posedge Clock)
  begin
    if (~nReset) 
      begin
        Money  <= 5'b0;
        Change <= 5'b0;
      end
    else if(CurrST == 2'b00)
      begin
        if(Input_Money && Money != 5'b10000)  
       	 Money  <= Money +5'b1;
       	else if(Click && Enable_Buy)
       	 Money  <= Money -5'b10;
       	else if(Req_Change)
       	 begin
       	    Change <= Money;      
       	    Money  <= 5'b0;
       	 end
      end
    else if(CurrST == 2'b10 && Change != 5'b0)
      begin
            Change <= Change - 5'b1;   
      end
  end
  always @(negedge nReset or posedge Clock)
  begin
    if (~nReset) 
      begin
	       Coffee  <= 1'b0;
	       Water   <= 1'b0;
	       Cream	<= 1'b0;
	       Sugar	<= 1'b0;
      end
    else if(NextST == 2'b00)
      begin
        Coffee  <= 1'b0;
	      Water   <= 1'b0;
	      Cream	<= 1'b0;
	      Sugar	<= 1'b0;
      end
    else if(NextST == 2'b01 && ~Busy)  
      begin
        if(Click_Black)
          begin
            	Coffee  <= 1'b1;
		          Water   <= 1'b1;
		          Cream	<= 1'b0;
		          Sugar	<= 1'b0;
          end
        else if(Click_Cream)
          begin
            	Coffee  <= 1'b1;
		          Water   <= 1'b1;
		          Cream	<= 1'b1;
		          Sugar	<= 1'b0;
          end
        else if(Click_Cream_Sugar)
          begin
            	Coffee  <= 1'b1;
		          Water   <= 1'b1;
		          Cream	<= 1'b1;
		          Sugar	<= 1'b1;
          end
      end
  end
  always @(negedge nReset or posedge Clock)
  begin
    if (~nReset) 
      begin
        Busy <= 1'b0;
      end
    else if((NextST == 2'b01) &&(CurrST == 2'b00))
      begin
        Busy <= 1'b1;
      end
    else if(Time_Click == 2'b1)
      begin
        Busy <= 1'b0;
      end
  end 
always @(negedge nReset or posedge Clock)
  begin
    if (~nReset) 
      begin
        Time_Click <= 2'b00;
      end
    else if(NextST == 2'b00)
      begin
        Time_Click <= 2'b00;
      end
    else if((NextST == 2'b01) &&(CurrST == 2'b00))
      begin
        Time_Click <= 2'b01;
      end
    else if((CurrST == 2'b01) && (Time_Click != 2'b00))
      begin
        Time_Click <= Time_Click - 2'b1;
      end
  end
 always @(negedge nReset or posedge Clock)
  begin
    if (~nReset) 
      begin
        Time_Click <= 2'b00;
      end
    else if(CurrST == 2'b00)
      begin
        Time_Click <= 2'b10;
      end
    else if((NextST != 2'b01) &&(CurrST == 2'b00) && (Money != 5'b0) && (Time_Click != 2'b00))
      begin
        Time_Click <= Time_Click - 2'b01;
      end
    else if((CurrST == 2'b01) && (Time_Click != 2'b00))
      begin
        Time_Click <= Time_Click - 2'b1;
      end
  end
endmodule
`timescale 1 ns / 100 ps
module Coffee_Vending_machine_top(
	FPGA_RSTB ,
	FPGA_CLK  ,
	DIP_SW    ,
	DIGIT     ,
	SEG_A     ,
	SEG_B     ,
	SEG_C     ,
	SEG_D     ,
	SEG_E     ,
	SEG_F     ,
	SEG_G     ,
	SEG_DP    ,
	LED		  
	);
input 	     FPGA_RSTB ;
input 	     FPGA_CLK  ;
input  [4:0] DIP_SW    ;
output [5:0] DIGIT     ;
output       SEG_A     ;
output       SEG_B     ;
output       SEG_C     ;
output       SEG_D     ;
output       SEG_E     ;
output       SEG_F     ;
output       SEG_G     ;
output       SEG_DP    ;
output [1:0] LED;
wire key_input_money;
wire key_req_change;
wire key_click_black;
wire key_click_cream;
wire [4:0] Money;
reg [6:0] seg;
wire [1:0] LED;
reg  [19:0]   cnt_100        ;
reg           clk_100        ;
wire load_100 = (cnt_100 == 20'h7a11f) ? 1'b1 : 1'b0;
assign LED = {~DIP_SW[0],key_input_money};
assign DIGIT = 6'b111111;
Edge_Detect u0 
	   (
      .RSTB          (  FPGA_RSTB    ),
      .CLK           (  clk_100     ),
      .D_IN          (  ~DIP_SW[0]    ),
      .D_OUT         (  key_input_money   )
     );
Edge_Detect u1
	   (
      .RSTB          (  FPGA_RSTB    ),
      .CLK           (  clk_100     ),
      .D_IN          (  ~DIP_SW[1]    ),
      .D_OUT         (  key_req_change   )
     );
Edge_Detect u2
	   (
      .RSTB          (  FPGA_RSTB    ),
      .CLK           (  clk_100     ),
      .D_IN          (  ~DIP_SW[2]    ),
      .D_OUT         (  key_click_black   )
     );
Edge_Detect u3
	   (
      .RSTB          (  FPGA_RSTB    ),
      .CLK           (  clk_100     ),
      .D_IN          (  ~DIP_SW[3]    ),
      .D_OUT         (  key_click_cream   )
     );
Edge_Detect u4
	   (
      .RSTB          (  FPGA_RSTB    ),
      .CLK           (  clk_100     ),
      .D_IN          (  ~DIP_SW[4]    ),
      .D_OUT         (  key_click_sugar    )
     );
Coffee_Vending_machine ucoffee_vending_machine(
	.Clock(clk_100),
	.nReset(FPGA_RSTB),
	.Input_Money(key_input_money),
	.Req_Change(key_req_change),
	.Click_Black(key_click_black),
	.Click_Cream(key_click_cream),
	.Click_Cream_Sugar(key_click_sugar),
	.Money(Money),
	.Change(Chnage),
	.Coffee(Coffee),
	.Water(Water),
	.Cream(Cream),
	.Sugar(Sugar)
	);
always @(Money[3:0]) begin
   case (Money[3:0])
  		4'h0   : seg = 7'b1111110;
			4'h1   : seg = 7'b0110000;
			4'h2   : seg = 7'b1101101;
			4'h3   : seg = 7'b1111001;
			4'h4   : seg = 7'b0110011;
			4'h5   : seg = 7'b1011011;
			4'h6   : seg = 7'b1011111;
			4'h7   : seg = 7'b1110010;
			4'h8   : seg = 7'b1111111;
			4'h9   : seg = 7'b1111011;
			4'ha   : seg = 7'b1111101;
			4'hb   : seg = 7'b0011111;
			4'hc   : seg = 7'b1001110;
			4'hd   : seg = 7'b0111101;
			4'he   : seg = 7'b1001111;
			4'hf   : seg = 7'b1000111;
			default: seg = ~7'b0000000;
		endcase
end
assign SEG_A = seg[6];
assign SEG_B = seg[5];
assign SEG_C = seg[4];
assign SEG_D = seg[3];
assign SEG_E = seg[2];
assign SEG_F = seg[1];
assign SEG_G = seg[0];
always @(posedge FPGA_CLK or negedge FPGA_RSTB ) begin
    if (~FPGA_RSTB) begin
       cnt_100 <= 20'h00000;
       clk_100 <= 1'b0;
    end
    else begin
         if (load_100) begin
         		cnt_100 <= 20'h00000;
         		clk_100    <= (~clk_100);    
         end
         else begin 
            cnt_100 <= cnt_100 + 1'b1;  
         		clk_100 <= clk_100;
         end
    end
end
  endmodule
==> /design/flow/run.sh <==
#!/bin/bash
# OpenROAD 26Q1-2900-gdf79404cd8, Yosys 0.63+post, stock flow scripts
make -C /OpenROAD-flow-scripts/flow DESIGN_CONFIG=/design/flow/config.mk WORK_HOME=/design/flow/orfs finish
==> /design/flow/config.mk <==
export PLATFORM = sky130hd
export DESIGN_NAME = Coffee_Vending_machine_top
export DESIGN_NICKNAME = Coffee_Vending_machine_top
export VERILOG_FILES = /design/flow/design.v
export SDC_FILE = /design/flow/constraint.sdc
export NUM_CORES = 4
export LEC_CHECK = 1
export CORE_UTILIZATION = 40
==> /design/flow/constraint.sdc <==
current_design Coffee_Vending_machine_top

set clk_period 2.6
set clk_io_pct 0.2

create_clock -name clk0 -period $clk_period [get_ports {FPGA_CLK}]

set non_clock_inputs [all_inputs -no_clocks]
set_input_delay [expr $clk_period * $clk_io_pct] -clock clk0 $non_clock_inputs
set_output_delay [expr $clk_period * $clk_io_pct] -clock clk0 [all_outputs]
==> out/writeup.txt <==
STA classifies the critical path endpoint as a flip-flop. The worst VDD IR drop from the latest analysis is 0.000315 V. On the critical path the data arrives at 2250 ps. In the placement report, post-DP HPWL is listed as 2550 µm. The worst-case reg-to-reg setup slack stands at 480 ps. The tools report the distinct cell type count after synthesis as 51.

With the site row count at 25, the count of unclocked register or latch pins is 17. In the layout the commonest cells are 37 x dfrtp_1, 15 x inv_1, 15 x nor2_1, 14 x nand2_1, 14 x clkdlybuf4s50_1. The mean routed wirelength per cell came out at 11.8 µm. Setup repair after global routing left no endpoint under its margin. The average instance area after synthesis works out to 9.82 µm². The script computed a power per unit cell area of 245 nW/µm².

The worst register-to-register path begins at cnt_100[0]. For the total routing resource utilization after global routing, the log shows 0.145. The tools report the clock share of power as 0.370.

For the worst setup path, the data required time is 2730 ps. The run gives 25 for the maximum number of pins on one net before global-route repair. The global-route congestion overflow total was 0.

The run gives 0.0206 as the fraction of met3 tracks used by global routing. The post-synthesis cell type with the largest combined area was dfrtp_1. The tools report the global-route met2 utilization as 0.220. The overall die area came out at 5470 µm². The logs give 0 for the max-capacitance violation count and 4 for the detailed-routing iteration count for the pre-antenna-repair pass. The run gives 0.584 as the fraction of power consumed by sequential logic.

The clock reaches the later pin of the worst-skew pair after 250 ps. The utilization of the core after routing came out at 0.471. The synthesized design contains 38 register bits. The area share of the largest cell type after synthesis is 0.447. The worst hold-check path type was primary input to asynchronous set/reset pin. The timing report notes that buffer and inverter cells on the critical path total 0. With the number of cell instances on the worst register-to-register path at 5, the register area share after synthesis is 0.460. For the overall power after layout, the log shows 560 µW. The commonest register cell is dfrtp_1.

The tally of filler cells in the layout was 460; the cell count in the Yosys report was 211. Along the worst path, the maximum fanout reaches 9. The relative area change from synthesis to final layout was 10.3%. By area the synthesized netlist is led by dfrtp_1 45%, ha_1 5.4%, xnor2_1 3.8%, buf_4 3.3%, xor2_1 3.0%. The tools report the final number of max-transition violations as 0. The worst path in the final design needs a cycle of 2120 ps, including I/O delays and setup. Per the detailed-route log, wirelength across all metal layers totals 3410 µm. The tools report the endpoint of the worst register-to-register path as cnt_100[17]. Summed over all nets, the switching power comes to 115 µW. The longest incremental delay of any stage on the critical path is reported as 690 ps. With the level count of the clock H-tree at 1, the count of warning messages emitted by the tools is 31.

Per the CTS log, the buffer count on the longest clock path is 2. With the pin slew with the least headroom to its limit at 641 ps, the residual DRC count is 0. The summed instance area of the synthesized netlist was 2070 µm². For the final count of negative-setup-slack endpoints, the log shows 0. The combinational share of power was 0.046.

The tools report the number of standard cells after synthesis as 211. The ratio of final minimum period to clock period came out at 0.817. With the achievable frequency at 0.471 GHz, the clock skew after layout is 1.56 ps. For this run, the detailed router reports a per-instance via density of 5.01.

The number of port buffers was 15. Measured along the x axis, the die boundary spans 74.0 µm. The run gives 0.0631 for the ratio of cells with drive above 1 in the final layout. Slowest stage cell on the critical path: or4_2. Per the GRT log, the top usage layer is met1.

TritonCTS built the clock tree. Final hold analysis gives a worst-case slack of 236 ps. The post-cts resize count was 0. The critical path's top delay family was simple AND/OR/NAND/NOR gates.

For the setup TNS after final layout, the log shows 0 ps. The routed layout has 1,448 vias. The post-CTS hold buffer count recorded in the log is 0.

The cell sequence reported for the critical path is ha_1, nand3_1, or4_2, nor3_4, o31ai_1. Relative max-transition margin: 0.569. Pin placement for this block handled 23 I/O pins.

Internal power summed over all cells: 444 µW. The run finished with clean final reports. The number of global-route vias before repair came out at 1,312.

In this run, synthesis inferred 0 flip-flops with an integrated enable. For the synthesized chip area reported by yosys, the log shows 2070 µm². For the first-pass GRT wire length, the log shows 6030 µm. Most used logic cell in the final layout: dfrtp_1.

The logs give 16 for the count of yosys warnings during synthesis and 0.00104 µW for the leakage component of the power. According to the floorplan report, the die height is 74.0 µm. Per the gpl log, the routability congestion estimate is 0.882.

The initial antenna violation count was 0; the count of endpoints without a timing constraint was 25. The type of the worst setup path is flip-flop to flip-flop. For reference, the final report shows the hold violation count at 0.

The total antenna diodes in the routed design is 0, and the switching portion of total power is 0.206. The logs give 0.427 for the effective utilization at floorplan and 3 for the number of CTS-inserted buffers. The fraction of registers with async set/reset works out to 1.00. Clock-pin slew was measured on the worst setup and hold paths at 70 ps. The post-CTS setup-driven buffer insertion count came out at 0. STA classifies the critical path startpoint as a flip-flop. The detail route stage leaves a number of antenna-violating nets equal to 0.

The placeable core region came out at 4850 µm². The root buffer selected by CTS was clkbuf_8. The iteration-0 DRC count of the detailed router was 83. The global-route met1 utilization came out at 0.244.
-- flip-flops by register name, summed over array words and instances (netlist names) --
register and count:
u0.prev_data 1, cnt_100 20, u1.D_OUT 1, u3.prev_data 1, ucoffee_vending_machine.CurrST 2, u2.prev_data 1
u1.prev_data 1, u3.D_OUT 1, u2.D_OUT 1, u4.D_OUT 1, ucoffee_vending_machine.Money 5, clk_100 1
u4.prev_data 1, u0.D_OUT 1
-- metal layers --
metal | share of wire | wire (µm)
met3 | 0.034 | 117
met4 | 0.0035 | 12
met2 | 0.44 | 1490
met1 | 0.53 | 1790
met5 | 0 | 0
-- power by group through the flow --
| stage | Clock, µW | Combinational (µW) | Sequential [µW] |
|---|---|---|---|
| final | 207 | 25.6 | 327 |
| after global routing | 230 | 30.9 | 327 |
| after CTS | 216 | 27.3 | 327 |
-- through the flow --
stage	cell area, µm²	std cells	setup WS [ps]
3_3_place_gp	2240	285	522
3_5_place_dp	2240	285	499
4_1_cts	2290	289	482
5_1_grt	2290	289	393
6_report	2290	289	477
2_1_floorplan	2090	216	671
-- logic make-up after synthesis --
logic type      Yosys count  share of synthesized area
compound gates           38                      0.125
xor+xnor                 16                     0.0676
fa+ha+maj                 9                     0.0543
buf+inv                  29                     0.0694
flops                    38                      0.460
mux                       4                     0.0199
other cells               2                    0.00362
simple gates             75                      0.200
-- worst max-delay path by stage --
| stage | startpoint | end | depth (start not counted) |
|---|---|---|---|
| CTS | cnt_100[0] | cnt_100[17] | 5 |
| global route | cnt_100[0] | cnt_100[17] | 5 |
| finish | cnt_100[0] | cnt_100[17] | 5 |
-- cells in the mapped netlist, types with 2 or more instances --
cell type  count
conb_1         2
or3_1          5
a32oi_1        2
a21oi_1        6
and3_1         3
o22ai_1        2
a31oi_1        3
xnor2_1        9
o31ai_1        4
and2_1         2
o21a_1         3
nor2b_1        4
buf_4          9
inv_1         15
mux2i_1        3
nand4_1        5
nand3_1       11
nor3_1         3
xor2_1         7
nor2_1        15
o21ai_0        7
clkbuf_1       4
ha_1           9
nand2_1       14
a22oi_1        2
dfrtp_1       37
-- area by class of cell --
class	count	area [µm²]	area share
clock inverters	1	5.00	0.00219
well taps	67	83.8	0.0367
inverters	15	56.3	0.0246
flip-flops and latches	38	952	0.417
repair buffers	16	153	0.0668
multi-input cells	149	995	0.435
clock buffers	3	41.3	0.0181
Power is estimated from default activity; no workload was simulated.
